`/design/flow/design.v`:
```
module calc (
                  input [7:0]  inpA ,
                  input [7:0]  inpB ,
                  input [01:0] inpOpType ,
                  output[15:0] outC  ,
                  input        iValid ,
                  output       iStall ,
                  input        oStall ,
                  output       oValid ,
                  input        clk ,
                  input        rstn 
                  ) ;
   parameter   ST_IDL   = 2'b00 ;
   parameter   ST_VALID = 2'b01 ;
   parameter   ST_STALL = 2'b11 ;
   reg         inp_dstall_r, oup_dval_r ;
   reg         inp_dstall_s, oup_dval_s;
	 reg         lat_inp_ls, lat_inp_hs, mv_lat_l_hs;
   reg [1:0]   st_cur, st_nxt ;
   reg  [15:0] store_ha, store_hb, oup_h ;
   reg  [15:0] store_la, store_lb;
   reg  [01:0] store_lctrl, store_hctrl ;
always @* begin
  inp_dstall_s = 1'b0 ;
  oup_dval_s   = 1'b0 ;
  lat_inp_ls   = 1'b0 ;
  lat_inp_hs   = 1'b0 ;
	mv_lat_l_hs  = 1'b0;
  st_nxt       = st_cur ;
  case(st_cur) 
    ST_IDL : begin
       if(iValid) begin
         lat_inp_hs   = 1'b1 ;
         st_nxt       = ST_VALID ;
      		oup_dval_s = 1'b1 ;
       end
     end
    ST_VALID : begin
      oup_dval_s = 1'b1 ;
			if(oStall) begin
				if(iValid) begin
      		inp_dstall_s = 1'b1 ;
        	st_nxt       = ST_STALL ;
         	lat_inp_ls   = 1'b1 ;
				end
			end
			else if(!iValid)begin
      	oup_dval_s = 1'b0 ;
        st_nxt     = ST_IDL ;
			end
			else begin
         lat_inp_hs   = 1'b1 ;
			end
		end	
    ST_STALL : begin
      oup_dval_s 	= 1'b1 ;
      inp_dstall_s = 1'b1 ;
      if(!oStall) begin
      	inp_dstall_s = 1'b0 ;
        st_nxt       = ST_VALID ;
				mv_lat_l_hs = 1'b1;
      end
     end
  endcase
end
always @(posedge clk or negedge rstn) begin
  if(!rstn) begin
    inp_dstall_r <= 1'b0 ;
    st_cur       <= ST_IDL ;
    oup_dval_r   <= 1'b0 ;
  end
  else begin
    inp_dstall_r <= inp_dstall_s ;
    st_cur       <= st_nxt ;
    oup_dval_r   <= oup_dval_s ;
  end
end
always @(posedge clk) begin
  if(lat_inp_hs) begin
    store_ha    <= inpA ;
    store_hb    <= inpB ;
    store_hctrl <= inpOpType ;
  end
	else if(mv_lat_l_hs)begin
    store_ha    <= store_la ;
    store_hb    <= store_lb ;
    store_hctrl <= store_lctrl ;
  end
end
always @(posedge clk) begin
  if(lat_inp_ls) begin
    store_la    <= inpA ;
    store_lb    <= inpB ;
    store_lctrl <= inpOpType ;
  end
end
always @* begin
  if(store_hctrl == 2'b00) oup_h = store_ha + store_hb ;
  else if(store_hctrl == 2'b01) oup_h = store_ha - store_hb ;
  else if(store_hctrl == 2'b10) oup_h = store_ha * store_hb ;
  else if(store_hb == 0) oup_h = 0 ;
  else oup_h = store_ha / store_hb ;
end
assign iStall   = inp_dstall_r ;
assign oValid   = oup_dval_r ;
assign outC     = oup_h ;
endmodule 
```
`/design/flow/run.sh`:
```
#!/bin/bash
# OpenROAD 26Q1-2900-gdf79404cd8, Yosys 0.63+post, stock flow scripts
make -C /OpenROAD-flow-scripts/flow DESIGN_CONFIG=/design/flow/config.mk WORK_HOME=/design/flow/orfs finish
```
`/design/flow/config.mk`:
```
export PLATFORM = sky130hd
export DESIGN_NAME = calc
export DESIGN_NICKNAME = calc
export VERILOG_FILES = /design/flow/design.v
export SDC_FILE = /design/flow/constraint.sdc
export NUM_CORES = 4
export LEC_CHECK = 1
export CORE_UTILIZATION = 40
```
`/design/flow/constraint.sdc`:
```
current_design calc

set clk_period 16.1
set clk_io_pct 0.2

create_clock -name clk0 -period $clk_period [get_ports {clk}]

set non_clock_inputs [all_inputs -no_clocks]
set_input_delay [expr $clk_period * $clk_io_pct] -clock clk0 $non_clock_inputs
set_output_delay [expr $clk_period * $clk_io_pct] -clock clk0 [all_outputs]
```
==> results.txt <==
run metrics: DR vias/cell=5.29, Final Setup Violations=6, CP Capture Type=output pin, Area leader share=0.197, number of hold buffers added after cts=0, HPWL after detailed placement=22.3 mm, Max Cap Viol=0, Slew Limit Headroom=0.553, clock root cell=clkbuf_16, gpl congestion=0.905, floorplan core density=0.413, Slew Viols, Final=0, OpenROAD warnings=39, diodes inserted=0, port bufs=39, yosys stat chip area=9770 µm², Hold Slack=0.538 ns, I/O pins=40, DR WL/cell=15.1 µm, Setup Skew=0.00306 ns, delay of the slowest cell on the worst path=0.59 ns, H-tree levels=2, Crit Path Max Fanout=8, final setup margin=-12.88 ns, largest net degree at the start of global routing=21, final period utilization=1.80, CTS sink count=41, CTS tree=yes, Mapped Avg Cell Area=8.36 µm², Clock Latency Late Sink=0.27 ns, Cell Rows=56, DRT iter0 DRCs=421, initial antenna violation count=0, first-pass GRT wire length=48.4 mm, clock input transition at the sequential cells of the worst setup and hold paths=0.05 ns, chip width=158 µm, Critical Path RT=12.88 ns, min Tclk post-route=28.98 ns, CP arrival=25.76 ns, # Cells Yosys=1168, Ys Warns=1, vias in the first global route=9978, RSZ-0062 raised after global routing=yes, Die ar.=25100 µm², Antenna Nets Post-Route=0, critical path class=reg2out, top_reg_cell synth=edfxtp_1, CTS buffer count=5, Worst setup SP type=register, Top cell by count, worst path=buf_4, share of cells above drive strength 1=0.401, violated checks=setup timing, fillers=2010, distinct lib cells=102, share of flip-flops with an asynchronous set or reset=0.122, GRT overflow=0, Hold WC Path Type=reg2reg, mapped cell area=9770 µm², GRT Util Overall=0.248, fmax=34.5 MHz, Gate Count Post-Synth=1168, Yosys reg bits=41, Vias=10.4k, Layout area overhead=51.2%, Yosys top cell by area=ha_1, core box area=23700 µm², die height=158 µm, number of enable flip-flop cells=36, final hold vios=0, DRT Pass-1 Iters=6, outcome=finished, violations left, slew of the pin with the lowest slew margin=0.669 ns, Synth Seq Share=0.124, Post-Route WL=29.7 mm, Top area cell types=ha_1, edfxtp_1, fa_1, slowest stage cell on the critical path=or4_4, Remaining DRCs=0, Max clock buf depth=2
metrics by stage:
stage / setup WS [ns] / TNS [ns] / std cells / utilization / area [µm²]
detailed placement: -13.01 / -44.29 / 1815 / 0.558 / 13200
global placement: -12.63 / -42.46 / 1815 / 0.558 / 13200
global route: -14.12 / -50.19 / 1967 / 0.624 / 14800
CTS: -12.70 / -42.76 / 1933 / 0.606 / 14300
finish: -12.88 / -44.35 / 1967 / 0.624 / 14800
floorplan: -13.43 / -45.56 / 1175 / - / 10300
area by class of cell:
| type | count | area, µm² | area share |
|---|---|---|---|
| Clock buffer | 6 | 129 | 0.00873 |
| Multi-Input combinational cell | 1020 | 8860 | 0.600 |
| Inverter | 85 | 323 | 0.0219 |
| Clock inverter | 1 | 3.75 | 0.000254 |
| Timing Repair Buffer | 495 | 3840 | 0.260 |
| Tap cell | 319 | 399 | 0.0270 |
| Sequential cell | 41 | 1210 | 0.0818 |
state kept, by name, indices dropped and copies added (netlist names):
signal        flops
st_cur            3
store_la          8
store_ha          8
oup_dval_r        1
store_lctrl       2
store_hb          8
inp_dstall_r      1
store_lb          8
store_hctrl       2
routing by layer:
layer  vias to the layer above  track usage  wire length (µm)  part of all wire
met3                        38       0.0299              1410             0.047
met4                         2       0.0412               457             0.015
met1                      4849        0.368             14300              0.48
met2                       231        0.398             13500              0.45
met5                         -       0.0166                52            0.0018
li1                       5288            -                 -                 -
cells in the mapped netlist, types with 4 or more instances:
master,number
a21boi_0,5
nor2_1,105
mux2i_1,15
nor4_1,7
nor2b_1,9
o22ai_1,5
a21oi_2,9
nand2_1,94
dfrtp_1,4
buf_2,4
edfxtp_1,36
o211ai_1,8
or3_1,14
mux2_2,41
nand4_1,5
o31ai_1,20
a211o_1,4
nor3_1,48
inv_1,83
o21ai_0,47
xnor2_1,28
a21oi_1,70
o31a_1,4
and3_1,7
a31o_2,5
o21bai_1,10
fa_1,38
ha_1,154
and2_1,13
nand3b_1,4
o221ai_1,14
o21a_1,46
xor2_1,21
clkbuf_1,23
a211oi_1,5
nand2b_1,11
nand3_1,19
a21o_1,30
or2_2,12
o21ai_1,6
worst paths after layout:
path	from	end	slack [ns]	cells past startpoint
max in group asynchronous	rstn	st_cur[0]$_DFF_PN1_	12.69	1
setup reg to reg	st_cur[1]$_DFF_PN0_	store_hb[5]$_DFFE_PP_	14.52	4
hold reg to reg	st_cur[2]$_DFF_PN0_	st_cur[2]$_DFF_PN0_	0.54	1
min in group asynchronous	rstn	st_cur[2]$_DFF_PN0_	3.16	1
setup / recovery	store_hb[7]$_DFFE_PP_	outC[0]	-12.88	145
hold / removal	st_cur[2]$_DFF_PN0_	st_cur[2]$_DFF_PN0_	0.54	1
worst max-delay path, delay by kind of cell (launching register included):
family          cells  cell delay, ns
compound gates     59           10.72
buf+inv            43            5.36
simple gates       25            4.29
fa+ha+maj          12            3.06
mux                 6            1.66
flops               1            0.38
logic make-up (layout without fill, tap and decap cells):
group | after synthesis | in the layout | synth area share
xor gates and xnor gates | 49 | 49 | 0.0439
adders and majority gates | 193 | 193 | 0.276
muxes | 57 | 57 | 0.0638
other | 1 | 8 | 0.000384
and+or+nand+nor | 374 | 374 | 0.189
DFF | 41 | 41 | 0.124
AOI/OAI and AO/OA | 339 | 339 | 0.257
buffers and inverters | 114 | 587 | 0.0458
placed cells by master, fill, tap and decap left out, drive strengths merged, types with 8 or more instances in the layout:
master | netlist | final
a211oi | 8 | 8
a21o | 30 | 30
a21oi | 79 | 79
and2 | 13 | 13
buf | 6 | 459
clkbuf | 23 | 8
clkdlybuf4s50 | 0 | 33
conb | 1 | 8
edfxtp | 36 | 36
fa | 38 | 38
ha | 154 | 154
inv | 84 | 83
mux2 | 42 | 42
mux2i | 15 | 15
nand2 | 96 | 96
nand2b | 11 | 11
nand3 | 19 | 19
nor2 | 108 | 108
nor2b | 9 | 9
nor3 | 51 | 51
o211ai | 10 | 10
o21a | 46 | 46
o21ai | 54 | 54
o21bai | 10 | 10
o221ai | 17 | 17
o31ai | 22 | 22
or2 | 14 | 14
or3 | 15 | 15
xnor2 | 28 | 28
xor2 | 21 | 21
repair_timing:
action / in CTS / in global routing
endpoints found under the setup margin: 6 / 7
hold endpoints to repair: 0 / 0
pin swaps: 67 / 84
resized: 45 / 34
cloned: 0 / 0
buffers inserted: 111 / 34
